===== design/flow/config.mk =====
export PLATFORM = sky130hd
export DESIGN_NAME = dp32
export DESIGN_NICKNAME = dp32
export VERILOG_FILES = /design/flow/design.v
export SDC_FILE = /design/flow/constraint.sdc
export NUM_CORES = 4
export LEC_CHECK = 1
export CORE_UTILIZATION = 50

===== design/flow/design.v =====
module dp32(
    input [31:0] a, b,
    output [63:0] mul_int32, 
    output [32:0]  sum_int16,
    output [17:0]  sum_int8,
    output [10:0]  sum_int4,
    output [7:0]  sum_int2
 );
wire [31:0] result_int16 [3:0];
wire [6:0]   sum_int2_0, sum_int2_1;
wire [9:0]   sum_int4_0, sum_int4_1;
wire [16:0]  sum_int8_0, sum_int8_1;
assign mul_int32 =    result_int16[0] + {result_int16[1], 16'b0} + {result_int16[2], 16'b0} + {result_int16[3], 32'b0};
assign sum_int16 =    result_int16[3] + result_int16[0];
assign sum_int8  =    sum_int8_0 + sum_int8_1;
assign sum_int4  =    sum_int4_0 + sum_int4_1;
assign sum_int2  =    sum_int2_0 + sum_int2_1;
int16_multiplier m0(.a(a[15:0]), .b(b[15:0]), 
.result_int16(result_int16[0]), 
.sum_int2(sum_int2_0), .sum_int4(sum_int4_0), .sum_int8(sum_int8_0)
);
int16_multiplier m1(.a(a[31:16]), .b(b[15:0]), 
.result_int16(result_int16[1])
);
int16_multiplier m2(.a(a[15:0]), .b(b[31:16]), 
.result_int16(result_int16[2])
);
int16_multiplier m3(.a(a[31:16]), .b(b[31:16]), 
.result_int16(result_int16[3]), 
.sum_int2(sum_int2_1), .sum_int4(sum_int4_1), .sum_int8(sum_int8_1)
);
endmodule
module int16_multiplier(
    input [15:0] a, b,
    output [31:0] result_int16,
    output [3:0] result_int2_0, result_int2_1, result_int2_2, result_int2_3,result_int2_4, result_int2_5, result_int2_6, result_int2_7,
    output [7:0] result_int4_0, result_int4_1, result_int4_2, result_int4_3,
    output [15:0] result_int8_0, result_int8_1,
    output [6:0] sum_int2,
    output [9:0] sum_int4,
    output [16:0] sum_int8
);
wire [15:0]  result_int8_2, result_int8_3;
eight_bit_multiplier m0(.result(result_int8_0), .result_int2_0(result_int2_0), .result_int2_1(result_int2_1), .result_int2_2(result_int2_2), .result_int2_3(result_int2_3), .result_int4_0(result_int4_0), .result_int4_1(result_int4_1), .a(a[7:0]), .b(b[7:0]));
eight_bit_multiplier m1(.result(result_int8_1), .a(a[15:8]), .b(b[7:0]));
eight_bit_multiplier m2(.result(result_int8_2), .a(a[7:0]), .b(b[15:8]));
eight_bit_multiplier m3(.result(result_int8_3), .result_int2_0(result_int2_4), .result_int2_1(result_int2_5), .result_int2_2(result_int2_6), .result_int2_3(result_int2_7), .result_int4_0(result_int4_2), .result_int4_1(result_int4_3), .a(a[15:8]), .b(b[15:8]));
assign result_int16 = result_int8_0 + {result_int8_1, 8'b0} + {result_int8_2, 8'b0} + {result_int8_3, 16'b0};
assign sum_int2 = result_int2_0 + result_int2_1 + result_int2_2 + result_int2_3 + result_int2_4 + result_int2_5 + result_int2_6 + result_int2_7;
assign sum_int4 = result_int4_0 + result_int4_1 + result_int4_2 + result_int4_3;
assign sum_int8 = result_int8_0 + result_int8_1;
endmodule
module eight_bit_multiplier(
    input [7:0] a, b,
    output [15:0] result, 
    output [3:0] result_int2_0, result_int2_1, result_int2_2, result_int2_3,
    output [7:0] result_int4_0, result_int4_1
);
wire [3:0] result0 [3:0]; 
wire [3:0] result1 [3:0]; 
wire [3:0] result2 [3:0]; 
wire [3:0] result3 [3:0]; 
wire [7:0] result_int4_2, result_int4_3;
two_bit_multiplier m0(a[1:0], b[1:0], result0[0]);
two_bit_multiplier m1(a[3:2], b[1:0], result0[1]);
two_bit_multiplier m2(a[1:0], b[3:2], result0[2]);
two_bit_multiplier m3(a[3:2], b[3:2], result0[3]);
assign result_int4_0 = result0[0] + {result0[1], 2'b00} + {result0[2], 2'b00} + {result0[3], 4'b00};  
two_bit_multiplier m4(a[5:4], b[1:0], result1[0]);
two_bit_multiplier m5(a[7:6], b[1:0], result1[1]);
two_bit_multiplier m6(a[5:4], b[3:2], result1[2]);
two_bit_multiplier m7(a[7:6], b[3:2], result1[3]);
assign result_int4_1 = result1[0] + {result1[1], 2'b00} + {result1[2], 2'b00} + {result1[3], 4'b00};
two_bit_multiplier m8(a[1:0], b[5:4], result2[0]);
two_bit_multiplier m9(a[3:2], b[5:4], result2[1]);
two_bit_multiplier m10(a[1:0], b[7:6], result2[2]);
two_bit_multiplier m11(a[3:2], b[7:6], result2[3]);
assign result_int4_2 = result2[0] + {result2[1], 2'b00} + {result2[2], 2'b00} + {result2[3], 4'b00}; 
two_bit_multiplier m12(a[5:4], b[5:4], result3[0]);
two_bit_multiplier m13(a[7:6], b[5:4], result3[1]);
two_bit_multiplier m14(a[5:4], b[7:6], result3[2]);
two_bit_multiplier m15(a[7:6], b[7:6], result3[3]);
assign result_int4_3 = result0[0] + {result3[1], 2'b00} + {result3[2], 2'b00} + {result3[3], 4'b00};  
assign result_int2_0 = result0[0];
assign result_int2_1 = result0[3];
assign result_int2_2 = result3[0];
assign result_int2_3 = result3[3];
assign result = result_int4_0 + {result_int4_1, 4'b00} + {result_int4_2, 4'b00} + {{result_int4_1, 8'b00}};
endmodule
module two_bit_multiplier(
    input [1:0] a, b,
    output [3:0] result
);
      assign result = a * b; 
endmodule

===== design/flow/run.sh =====
#!/bin/bash
# OpenROAD 26Q1-2900-gdf79404cd8, Yosys 0.63+post, stock flow scripts
make -C /OpenROAD-flow-scripts/flow DESIGN_CONFIG=/design/flow/config.mk WORK_HOME=/design/flow/orfs finish

===== design/flow/constraint.sdc =====
current_design dp32

set clk_period 32.3
set clk_io_pct 0.2

create_clock -name clk0 -period $clk_period

set non_clock_inputs [all_inputs -no_clocks]
set_input_delay [expr $clk_period * $clk_io_pct] -clock clk0 $non_clock_inputs
set_output_delay [expr $clk_period * $clk_io_pct] -clock clk0 [all_outputs]

==> qor.yml <==
synth_cell_type_count: 75
cell_internal_pwr_mw: 14.7
grt_first_pass_wirelength_mm: 215
arrival_time_of_the_worst_setup_path_ns: 19.48
worstPathRequired_ns: 25.84
power_switching_mw: 14.7
hold_path.class: "in2out"
clock.fmax_mhz: 38.5
critical_path_top_delay_cell: "sky130_fd_sc_hd__fa_1"
ff_latch_area_sq_um: 0
seq_cells: 0
top_cells_by_count: "sky130_fd_sc_hd__inv_1 (1269), sky130_fd_sc_hd__ha_1 (1052), sky130_fd_sc_hd__and2_1 (695), sky130_fd_sc_hd__fa_1 (593), sky130_fd_sc_hd__xnor2_1 (328)"
drt_pre_antenna_iters: 5
final_antenna_net_count: 0
vdd_drop_max_mv: 1.05
die_w_microns: 309
ys.warnings.count: 2
nFillCells: 8866
fin_tns_setup_ns: 0
crit_fanout: 32
ios: 198
globalRouteTotalUtil_pct: 31.6
finalCritPeriodShare_pct: 80.3
number_of_global_route_vias_before_repair: 36600
endpoint_kind_of_the_worst_setup_timing_path: "primary output"
hpwl_mm: 120
drt-initial-drc-count: 1410
grt_setup_unrepaired: "no"
result_of_the_run: "completed"
antenna_violations_before_repair: 6
drt-total-wl_mm: 139
number_of_openroad_warnings: 32
path_common_cell: "sky130_fd_sc_hd__ha_1"
place_ws_ns: 6.43
dieArea_sq_um: 95500
top_area_share_pct: 27.9
holdBufCountCts: 0
total_core_area_sq_um: 93300
power_switching_share_pct: 50.0
grt.busiest_layer: "met2"
crit_path_start_kind: "input port"
num-clock-buffers: 0
yosys.stat.seqShare_pct: 0
yosysChipArea_sq_um: 47100
route.detailed.drc: 0
drive_gt1_share_pct: 2.05
area_growth_syn_to_layout_pct: 7.81
finalHoldViolations: 0
drv.max_cap_violation_count: 0
route.vias.total: 36400
synthTopCellsByArea: "sky130_fd_sc_hd__ha_1 (28%), sky130_fd_sc_hd__fa_1 (25%), sky130_fd_sc_hd__inv_1 (10%)"
rows: 112
grt_start_max_net_pins: 33
grt_use_met2_pct: 49.6
fp-utilization_pct: 50.5
routability_cong: 0.986
globalRoute.totalOverflow: 0
worstMarginPinSlew_ns: 0.972
report.final.setup_viol: 0
pwr_density_cell_nw_per_um2: 578
yosys_cells: 5663
synth.avg_cell_area_sq_um: 8.32
criticalPathCategory: "in2out"
gr-usage-met3_pct: 9.62
netlist_instances: 5663
grt_util_met1_pct: 43.8
cts.repair.resized: 0
wl_per_cell_microns: 19.6
p_leak_nw: 28.3
buffers_added_on_ports: 198
timing.slew.headroom_pct: 34.7
vias_per_cell: 5.14
maxSlewViolCount: 0
postCtsSetupRepairBufs: 0
timing.final.crit_period_ns: 25.94
setup_ws_ns: 6.36
largest_area_cell: "sky130_fd_sc_hd__ha_1"
crit_path_max_incr_delay_ns: 0.53
post-route-util_pct: 54.4
post_synth_instance_area_sq_um: 47100
chipHeight_microns: 309
synth_dominant_cell_count: "sky130_fd_sc_hd__inv_1"
-- per-layer routing --
metal  wire length, microns  part of all wire, %
met1                  60400                   44
met2                  62200                   45
met3                  11600                  8.4
met4                   4420                  3.2
met5                      0                    0
-- power by group through the flow --
stage	logic (mW)	registers [mW]	clock network [mW]
after CTS	29.7	0	0
after global routing	32.7	0	0
-- critical path: cells and delay by family --
kind,cells,cell delay (ns)
fa+ha+maj,12,4.04
simple gates,3,0.40
buf+inv,7,1.51
xor+xnor,6,1.39
compound gates,24,5.65
-- stage by stage --
| stage | cells | power, mW | instance area (sq um) | hold slack (ns) |
|---|---|---|---|---|
| 3_5_place_dp | 7065 | 29.4 | 50800 | 14.39 |
| 4_1_cts | 7065 | 29.7 | 50800 | 14.38 |
| 5_1_grt | 7065 | 32.7 | 50800 | 14.42 |
| 6_report | 7066 | 29.4 | 50800 | 14.37 |
| 3_3_place_gp | 7065 | 29.5 | 50800 | 14.40 |
| 2_1_floorplan | 5663 | 15.7 | 47100 | 13.23 |
-- logic make-up after synthesis --
| family | share of synthesized area (%) |
|---|---|
| xor+xnor | 9.25 |
| mux | 0.0425 |
| compound gates | 11.3 |
| buf+inv | 11.2 |
| simple gates | 15.1 |
| fa+ha+maj | 53.1 |
-- worst paths after layout --
| path | startpoint | end | slack (ns) | cells past startpoint |
|---|---|---|---|---|
| worst max-delay path | a[0] | mul_int32[62] | 6.36 | 52 |
| worst min-delay path | b[0] | mul_int32[0] | 14.37 | 4 |
-- layout by cell type (no fill, tap or decap), types with 4 or more instances in the layout --
cell type / n
sky130_fd_sc_hd__or3_1: 7
sky130_fd_sc_hd__buf_4: 84
sky130_fd_sc_hd__a41oi_1: 4
sky130_fd_sc_hd__o31a_1: 6
sky130_fd_sc_hd__o211a_1: 4
sky130_fd_sc_hd__xor2_1: 165
sky130_fd_sc_hd__a21o_1: 155
sky130_fd_sc_hd__nand3b_1: 5
sky130_fd_sc_hd__nor2_1: 165
sky130_fd_sc_hd__and2_1: 695
sky130_fd_sc_hd__o21bai_1: 102
sky130_fd_sc_hd__clkdlybuf4s50_1: 198
sky130_fd_sc_hd__o31ai_1: 9
sky130_fd_sc_hd__a21oi_1: 298
sky130_fd_sc_hd__nand4_1: 8
sky130_fd_sc_hd__inv_1: 1269
sky130_fd_sc_hd__nor4_1: 4
sky130_fd_sc_hd__o2111ai_1: 8
sky130_fd_sc_hd__nor2b_1: 38
sky130_fd_sc_hd__ha_1: 1052
sky130_fd_sc_hd__nand3_1: 40
sky130_fd_sc_hd__fa_1: 593
sky130_fd_sc_hd__a31oi_1: 15
sky130_fd_sc_hd__o21a_1: 32
sky130_fd_sc_hd__nand2b_1: 31
sky130_fd_sc_hd__o211ai_1: 9
sky130_fd_sc_hd__nor3_1: 46
sky130_fd_sc_hd__xnor2_1: 328
sky130_fd_sc_hd__a21boi_0: 9
sky130_fd_sc_hd__o21ai_0: 100
sky130_fd_sc_hd__and3_1: 14
sky130_fd_sc_hd__a31o_2: 7
sky130_fd_sc_hd__o22ai_1: 4
sky130_fd_sc_hd__nand2_1: 214
sky130_fd_sc_hd__a32oi_1: 4
sky130_fd_sc_hd__or2_2: 10
sky130_fd_sc_hd__a211oi_1: 19
-- cell type report --
| class | count | area, sq um | area share, % |
|---|---|---|---|
| Multi-Input combinational cell | 4260 | 41800 | 82.4 |
| Antenna cell | 1 | 2.50 | 0.00493 |
| Tap cell | 1254 | 1570 | 3.09 |
| Timing Repair Buffer | 282 | 2610 | 5.14 |
| Inverter | 1269 | 4760 | 9.38 |
Power is estimated from default activity; no workload was simulated.
